<file path="flow/run.sh">
#!/bin/bash
# OpenROAD 26Q1-2900-gdf79404cd8, Yosys 0.63+post, stock flow scripts
make -C /OpenROAD-flow-scripts/flow DESIGN_CONFIG=/design/flow/config.mk WORK_HOME=/design/flow/orfs finish
</file>
<file path="flow/design.v">
module pg(a, b, p, g);
	input	a, b;
	output	p, g;
	assign	p = a ^ b;
	assign	g = a & b;
endmodule
module sum(a, b, c_in, s);
	input	a, b, c_in;
	output	s;
	assign 	s=a ^ b ^ c_in;
endmodule
module CLA(a, b, cin, sum, cout);
	input	[3:0]	a, b;
	input 		cin;
	output 	[3:0]	sum;
	output 		cout;
	wire	[3:0]	p;
	wire	[3:0]	g;
	pg make0(.a(a[0]), .b(b[0]), .p(p[0]), .g(g[0]));
	pg make1(.a(a[1]), .b(b[1]), .p(p[1]), .g(g[1]));
	pg make2(.a(a[2]), .b(b[2]), .p(p[2]), .g(g[2]));
	pg make3(.a(a[3]), .b(b[3]), .p(p[3]), .g(g[3]));
	wire	[4:0]	c;
	assign 	c[0] = cin;
	assign 	c[1] = g[0]|(c[0]&p[0]);
	assign 	c[2] = g[1]|(p[1]&g[0])|(c[0]&p[1]&p[0]);
	assign 	c[3] = g[2]|(p[2]&g[1])|(p[2]&p[1]&g[0])|(c[0]&p[2]&p[1]&p[0]);
	assign 	cout = g[3]|(p[3]&g[2])|(p[3]&p[2]&g[1])|(p[3]&p[2]&p[1]&g[0])|(c[0]&p[3]&p[2]&p[1]&p[0]);
	assign 	c[4] = cout;
	sum thing0(.a(a[0]), .b(b[0]), .c_in(c[0]), .s(sum[0]));
	sum thing1(.a(a[1]), .b(b[1]), .c_in(c[1]), .s(sum[1]));
	sum thing2(.a(a[2]), .b(b[2]), .c_in(c[2]), .s(sum[2]));
	sum thing3(.a(a[3]), .b(b[3]), .c_in(c[3]), .s(sum[3]));
endmodule
</file>
<file path="flow/constraint.sdc">
current_design CLA

set clk_period 3.7
set clk_io_pct 0.2

create_clock -name clk0 -period $clk_period

set non_clock_inputs [all_inputs -no_clocks]
set_input_delay [expr $clk_period * $clk_io_pct] -clock clk0 $non_clock_inputs
set_output_delay [expr $clk_period * $clk_io_pct] -clock clk0 [all_outputs]
</file>
<file path="flow/config.mk">
export PLATFORM = sky130hd
export DESIGN_NAME = CLA
export DESIGN_NICKNAME = CLA
export VERILOG_FILES = /design/flow/design.v
export SDC_FILE = /design/flow/constraint.sdc
export NUM_CORES = 4
export LEC_CHECK = 1
export CORE_AREA = 10 10 70 70
export DIE_AREA = 0 0 80 80
</file>
==> results.json <==
{
  "utilization_pct": 9.67,
  "largest_area_cell": "ha_1",
  "synth_top_area_share_pct": 30.8,
  "slew_headroom_pct": 90.1,
  "place.gp.congestion": 0.828,
  "grt_overflow": 0,
  "nClkBuffers": 0,
  "dp_cells": 73,
  "pwr-share-seq_pct": 0,
  "maxSlewViolCount": 0,
  "hold_class": "input pin to output port",
  "crit_path_cell_trace": "clkdlybuf4s50_1 > ha_1 > a21o_1 > a31o_1 > xor2_1 > clkdlybuf4s50_1",
  "cp-end-kind": "output port",
  "dp.final_hpwl_um": 501,
  "power_frac_clock_pct": 0,
  "grt_pass1_wl_um": 848,
  "drtIter0Drc": 5,
  "startpoint_type": "input pin",
  "yosys-top-cells-area": "ha_1 (31%), buf_4 (18%), a21o_1 (14%), fa_1 (12%), xor2_1 (11%)",
  "setup_tns_ps": 0,
  "grt_pass1_vias": 176,
  "worstPathMaxFanout": 2,
  "seq_cells": 0,
  "worstHoldPathCells": 4,
  "maxCapViolCount": 0,
  "wl_um": 539,
  "drc_errors": 0,
  "min_from": "b[3]",
  "ys_seq_share_pct": 0,
  "grt_max_degree": 4,
  "worstPathRequired_ps": 2960,
  "cts_setup_buffers": 0,
  "setup_viol": 0,
  "ys_cells": 17,
  "grtUsageTotal_pct": 1.62,
  "stdcell_count": 73,
  "powerDensity_mw_per_mm2": 142,
  "warning_count": 32,
  "status": "finished clean",
  "worst_ir_drop_vdd_mv": 0.0309,
  "vias_per_cell": 2.18,
  "fillers": 409,
  "routedWlPerCell_um": 7.38,
  "drt_first_pass_iters": 2,
  "tightest_slew_ps": 149,
  "antenna_cells": 0,
  "core-area_mm2": 0.00342,
  "fp_util_pct": 4.76,
  "yosys_area_um2": 163,
  "place_area_um2": 330,
  "arrival_ps": 2560,
  "slowest_delay_ps": 490,
  "power_leakage_nw": 0.132,
  "finalInstanceArea_um2": 330,
  "rows": 21,
  "swShare_pct": 28.4,
  "cts_resized": 0,
  "avgSynthCellArea_um2": 9.57,
  "hold_viol": 0,
  "cpLargestDelayFamily": "buffers and inverters",
  "die-width_um": 80,
  "dieArea_mm2": 0.00640,
  "ys_types": 8,
  "fin_crit_ps": 3300,
  "cp_slowest_cell": "clkdlybuf4s50_1",
  "finalClockPeriodUsage_pct": 89.2,
  "ys_warn_count": 0,
  "syn_area_um2": 163,
  "holdWs_ps": 2560,
  "syn_inst": 17,
  "port_buffers": 14,
  "drive_above_1_share_pct": 0,
  "path_common_cell": "clkdlybuf4s50_1",
  "p_sw_w": 0.0000133,
  "worst-setup-path-type": "input pin to output port",
  "ctsHoldBuffers": 0,
  "power.internal_w": 0.0000336,
  "io_pins": 14,
  "p_comb_share_pct": 100.0,
  "num_vias": 159,
  "rsz0062_at_grt": "false",
  "worstHoldEndpoint": "sum[3]",
  "fmax_mhz": 303,
  "common_cells": "buf_4 (4), ha_1 (4), a21o_1 (3)",
  "cp-startpoint": "a[0]",
  "regArea_um2": 0,
  "cp_num_buf_inv": 2,
  "antenna_found_initial": 0,
  "ant_nets": 0,
  "area_delta_synth_final_pct": 103,
  "logic_area_um2": 133,
  "die_h_um": 80
}
==> per-layer routing <==
metal / global-route usage [%] / part of all wire, % / wire [um] / up-vias
met3: 1.70 / 29 / 158 / 0
li1: - / - / - / 79
met4: 0 / 0 / 0 / 0
met5: 0 / 0 / 0 / -
met2: 1.69 / 25 / 136 / 13
met1: 2.25 / 45 / 244 / 67
==> cell type report <==
| cell class | count | share of cell area (%) |
|---|---|---|
| multi-input cells | 13 | 40.2 |
| well taps | 46 | 17.4 |
| repair buffers | 14 | 42.4 |
==> cells in the final DEF, fill, tap and decap left out <==
cell type,netlist,final
xnor2_1,1,1
ha_1,4,4
xor2_1,2,2
a21oi_1,1,1
fa_1,1,1
a21o_1,3,3
a31o_1,1,1
clkdlybuf4s50_1,0,14
==> worst max path at each step <==
stage | depth (start not counted) | to | slack [ps]
CTS | 6 | sum[3] | 380
finish | 6 | sum[3] | 400
global route | 6 | sum[3] | 270
==> stage by stage <==
step	worst slack, ps	total power, W
6_report	400	0.0000469
5_1_grt	273	0.0000525
4_1_cts	379	0.0000480
3_5_place_dp	403	0.0000475
3_3_place_gp	400	0.0000474
2_1_floorplan	1290	0.0000256
==> cell families after synthesis <==
family	after synthesis	share of synthesized area, %
xor+xnor	3	16.2
compound gates	5	22.3
fa+ha+maj	5	43.1
buf+inv	4	18.5
==> power by group through the flow <==
| stage | logic [W] | registers [W] | clock network, W |
|---|---|---|---|
| after CTS | 0.0000480 | 0 | 0 |
| final | 0.0000469 | 0 | 0 |
| after global routing | 0.0000525 | 0 | 0 |
Power and IR drop assume default switching activity.
