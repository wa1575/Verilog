==> /design/flow/config.mk <==
export PLATFORM = sky130hd
export DESIGN_NAME = bcd
export DESIGN_NICKNAME = bcd
export VERILOG_FILES = /design/flow/design.v
export SDC_FILE = /design/flow/constraint.sdc
export NUM_CORES = 4
export LEC_CHECK = 1
export CORE_AREA = 10 10 70 70
export DIE_AREA = 0 0 80 80
==> /design/flow/design.v <==
module bcd(a, b, c_in, c_out, sum);
	input	[3:0]	a, b;
	input		c_in;
	output		c_out;
	output	[3:0]	sum;
	reg[4:0]	z;  
	assign sum = z[3:0];
	assign c_out = z[4];
	always @(a or b or c_in)
	begin
	  z = a + b + c_in;
   	 if (z > 9)
    	 begin
        	  z = z + 6;
    	 end
	end
endmodule
==> /design/flow/run.sh <==
#!/bin/bash
# OpenROAD 26Q1-2900-gdf79404cd8, Yosys 0.63+post, stock flow scripts
make -C /OpenROAD-flow-scripts/flow DESIGN_CONFIG=/design/flow/config.mk WORK_HOME=/design/flow/orfs finish
==> /design/flow/constraint.sdc <==
current_design bcd

set clk_period 4.9
set clk_io_pct 0.2

create_clock -name clk0 -period $clk_period

set non_clock_inputs [all_inputs -no_clocks]
set_input_delay [expr $clk_period * $clk_io_pct] -clock clk0 $non_clock_inputs
set_output_delay [expr $clk_period * $clk_io_pct] -clock clk0 [all_outputs]
==> impl_metrics.env <==
# source this file to load flow results
export IMPL_status="finished, final reports clean"
export IMPL_antenna_found_initial=0
export IMPL_top_cell_area_share=0.2010
export IMPL_diodes=0
export IMPL_die_x_um=80
export IMPL_hold_path_depth=3
export IMPL_die_area_um2=6400
export IMPL_wl_per_cell_um=7.641
export IMPL_grt_pass1_wl_um=1076
export IMPL_hold_viol_final=0
export IMPL_syn_avg_cell_area_um2=9.577
export IMPL_met3_usage=0.002273
export IMPL_core_um2=3416
export IMPL_grt_usage=0.01900
export IMPL_path_cells="clkdlybuf4s50_1 -> fa_2 -> fa_2 -> inv_1 -> ha_1 -> nor2b_1 -> a31o_2 -> o31ai_4 -> xnor2_1 -> clkdlybuf4s50_1"
export IMPL_worstSetupPathType="in -> out"
export IMPL_yosysWarnings=1
export IMPL_vias=279
export IMPL_grt_busiest_layer="met2"
export IMPL_met1_usage=0.02465
export IMPL_warnings=32
export IMPL_top_cells_by_area="ha_1, fa_1, o31ai_4"
export IMPL_initial_core_util=0.07289
export IMPL_rows=21
export IMPL_ant_nets=0
export IMPL_cts_hold_buf=0
export IMPL_critPathRequiredTime_ns=3.92
export IMPL_most_common_cell="ha_1"
export IMPL_top_area_cell="ha_1"
export IMPL_ys_cells=26
export IMPL_p_total_w=0.00009089
export IMPL_cp_start_kind="primary input"
export IMPL_wl_um=703
export IMPL_tightest_slew_ns=0.4823
export IMPL_cp_arrival_ns=3.78
export IMPL_hpwl_um=638.4
export IMPL_drv_slew=0
export IMPL_common_cells="ha_1, a21oi_1"
export IMPL_power_density_nw_per_um2=180.2
export IMPL_critPathSlowestCell="fa_2"
export IMPL_fmax_mhz=210.0
export IMPL_finalClockPeriodUsage=0.9719
export IMPL_critPathMaxFanout=3
export IMPL_critPathBufInv=3
export IMPL_areaGrowthSynthToFinish_pct=102.5
export IMPL_critPathCaptureType="output pin"
export IMPL_worstHoldPathType="in -> out"
export IMPL_crit_cells=10
export IMPL_drc=0
export IMPL_post_route_min_period_ns=4.762
export IMPL_flop_count=0
export IMPL_grt_max_degree=5
export IMPL_regArea_um2=0
export IMPL_gr_total_overflow=0
export IMPL_synthesis_area_um2=249.0
export IMPL_grt_use_met2=0.03451
export IMPL_drt_initial_drc_count=10
export IMPL_slew_limit_headroom=0.6785
export IMPL_io_buffers=14
export IMPL_vdd_drop_max_v=0.00002738
export IMPL_cp_top_family="adder cells"
export IMPL_place_gp_congestion=0.7428
export IMPL_viasPerCell=3.033
export IMPL_synth_cell_type_count=16
export IMPL_cap_violations=0
export IMPL_die_y_um=80
export IMPL_first_global_vias=258
export IMPL_cpPeakStageDelay_ns=0.52
export IMPL_drt_pass1_iterations=2
export IMPL_layout_drive_gt1_share=0.2391
export IMPL_clkbuf_count=0
export IMPL_netlist_instances=26
export IMPL_p_leak_nw=0.2241
export IMPL_timing_hold_ws_ns=2.783
export IMPL_num_io_pins=14
export IMPL_min_to="sum[0]"
export IMPL_hp_start="c_in"
export IMPL_yosys_area_um2=249.0
export IMPL_yosysSeqAreaShare=0
export IMPL_setup_violations=0
[report_power, final]
part	internal, W	switching (W)
clock network	0	0
registers	0	0
logic	0.0000584	0.0000325
[kinds of logic (layout without fill, tap and decap cells)]
group	count (synthesis)	count (layout)	share of synthesized area
mux	2	2	0.08041
compound gates	10	10	0.3618
buf+inv	2	22	0.03016
fa+ha+maj	6	6	0.3618
xor+xnor	2	2	0.07036
simple gates	4	4	0.09547
[repair_timing]
item	CTS	global route
gates resized	2	3
buffers inserted	0	2
endpoints found under the setup margin	2	4
pin swaps	0	2
cloned	0	0
[cells in the final DEF (no fill, tap or decap), types with 2 or more instances in the layout]
cell	Yosys	routed
clkdlybuf4s50_1	0	11
buf_4	0	6
ha_1	4	4
a21oi_1	3	3
dlymetal6s2s_1	0	3
inv_1	2	2
xnor2_1	2	2
nor2b_1	2	2
mux2i_1	2	2
fa_2	0	2
[final cells by class]
type / instances / area [µm²]
fillers: 384 / 2912
repair buffers: 20 / 192.7
inverters: 2 / 7.507
well taps: 46 / 57.56
multi-input cells: 24 / 246.5
[per-layer routing]
| layer | vias to the layer above | routed length [µm] |
|---|---|---|
| li1 | 142 | - |
| met1 | 131 | 299 |
| met2 | 6 | 370 |
| met3 | 0 | 33 |
| met4 | 0 | 0 |
| met5 | - | 0 |
[worst max-delay path by stage]
stage	start	to
4_1_cts	a[0]	sum[2]
5_1_grt	b[0]	sum[1]
6_report	b[0]	sum[1]
[stage by stage]
step             util  instance area, µm²  std cells  setup WS [ns]  setup TNS (ns)
2_1_floorplan       -               249.0         26         0.9256               0
3_5_place_dp   0.1396               476.7         90       -0.06881         -0.1087
5_1_grt        0.1476               504.2         92      -0.008275       -0.008275
4_1_cts        0.1410               481.7         90        0.01605               0
6_report       0.1476               504.2         92         0.1375               0
3_3_place_gp   0.1396               476.7         90       -0.05084        -0.08168
